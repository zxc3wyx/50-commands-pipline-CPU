[design/flow/config.mk]
export PLATFORM = sky130hd
export DESIGN_NAME = D_E_pipeReg
export DESIGN_NICKNAME = D_E_pipeReg
export VERILOG_FILES = /design/flow/design.v
export SDC_FILE = /design/flow/constraint.sdc
export NUM_CORES = 4
export LEC_CHECK = 1
export CORE_AREA = 10 10 178 178
export DIE_AREA = 0 0 188 188
[design/flow/constraint.sdc]
current_design D_E_pipeReg

set clk_period 1.0
set clk_io_pct 0.2

create_clock -name clk0 -period $clk_period [get_ports {clk}]

set non_clock_inputs [all_inputs -no_clocks]
set_input_delay [expr $clk_period * $clk_io_pct] -clock clk0 $non_clock_inputs
set_output_delay [expr $clk_period * $clk_io_pct] -clock clk0 [all_outputs]
[design/flow/design.v]
`timescale 1ns / 1ps
module D_E_pipeReg(
    input [31:0] PCplus4D,
    input [4:0] RsD,
    input [4:0] RtD,
    input [4:0] RdD,
	 input [4:0] shamtD,
    input [31:0] grfRD1D,
    input [31:0] grfRD2D,
    input RegWriteD,
    input MemtoRegD,
    input MemWriteD,
    input [4:0] ALUOpD,
    input ALUSrcD,
    input RegDstD,
	 input jalD,
	 input jalrD,
	 input bgezalrD,
	 input swD,
	 input shD,
	 input sbD,
	 input lwD,
	 input lbD,
	 input lbuD,
	 input lhD,
	 input lhuD,
	 input multD,
	 input multuD,
	 input divD,
	 input divuD,
	 input mfhiD,
	 input mfloD,
	 input mthiD,
	 input mtloD,
	 input maddD,
	 input MDtypeD,
	 input reset,
	 input clk,
	 input [31:0] Imm32D,
	 output reg [31:0]PCplus4E,
    output reg RegWriteE,
    output reg MemtoRegE,
	 output reg MemWriteE,
    output reg [4:0] ALUOpE,
    output reg ALUSrcE,
    output reg RegDstE,
    output reg [4:0] RsE,
    output reg [4:0] RtE,
    output reg [4:0] RdE,
	 output reg [4:0] shamtE,
    output reg [31:0] Imm32E,
    output reg [31:0] grfRD1E,
    output reg [31:0] grfRD2E,
	 output reg jalE,
	 output reg jalrE,
	 output reg bgezalrE,
	 output reg swE,
	 output reg shE,
	 output reg sbE,
	 output reg lwE,
	 output reg lhE,
	 output reg lhuE,
	 output reg lbE,
	 output reg lbuE,
	 output reg multE,
	 output reg multuE,
	 output reg divE,
	 output reg divuE,
	 output reg mfhiE,
	 output reg mfloE,
	 output reg mthiE,
	 output reg mtloE,
	 output reg maddE,
	 output reg MDtypeE
    );
	initial	begin 
		PCplus4E <= 0;
		RegWriteE <= 0;
		MemtoRegE <= 0;
		MemWriteE <= 0;
		ALUOpE <= 0;
		ALUSrcE <= 0;
		RegDstE <= 0;
		RsE <= 0;
		RtE <= 0;
		RdE <= 0;
		shamtE <= 0;
		Imm32E <= 0;
		grfRD1E <= 0;
		grfRD2E <= 0;
		jalE <= 0;
		jalrE <= 0;
		swE <= 0;
		shE <= 0;
		sbE <= 0;
		lwE <= 0;
		lhE <= 0;
		lhuE <= 0;
		lbE <= 0;
		lbuE <= 0;
		multE <= 0;
	   multuE <= 0;
	   divE <= 0;
	   divuE <= 0;
	   mfhiE <= 0;
	   mfloE <= 0;
	   mthiE <= 0;
	   mtloE <= 0;
		maddE <= 0;
	   MDtypeE <= 0;
		bgezalrE <= 0;
	end
	always @(posedge clk)	begin
		if(reset) begin
			PCplus4E <= 0;
			RegWriteE <= 0;
			MemtoRegE <= 0;
			MemWriteE <= 0;
			ALUOpE <= 0;
			ALUSrcE <= 0;
			RegDstE <= 0;
			RsE <= 0;
			RtE <= 0;
			RdE <= 0;
			shamtE <= 0;
			Imm32E <= 0;
			grfRD1E <= 0;
			grfRD2E <= 0;
			jalE <= 0;
			jalrE <= 0;
			swE <= 0;
			shE <= 0;
			sbE <= 0;
			lwE <= 0;
			lhE <= 0;
			lhuE <= 0;
			lbE <= 0;
			lbuE <= 0;
			multE <= 0;
			multuE <= 0;
			divE <= 0;
			divuE <= 0;
			mfhiE <= 0;
			mfloE <= 0;
			mthiE <= 0;
			mtloE <= 0;
			maddE <= 0;
			MDtypeE <= 0;
			bgezalrE <= 0;
		end
		else begin
			PCplus4E <= PCplus4D;
			RegWriteE <= RegWriteD;
			MemtoRegE <= MemtoRegD;
			MemWriteE <= MemWriteD;
			ALUOpE <= ALUOpD;
			ALUSrcE <= ALUSrcD;
			RegDstE <= RegDstD;
			RsE <= RsD;
			RtE <= RtD;
			RdE <= RdD;
			shamtE <= shamtD;
			Imm32E <= Imm32D;
			grfRD1E <= grfRD1D;
			grfRD2E <= grfRD2D;
			jalE <= jalD;
			jalrE <= jalrD;
			swE <= swD;
			shE <= shD;
			sbE <= sbD;
			lwE <= lwD;
			lhE <= lhD;
			lhuE <= lhuD;
			lbE <= lbD;
			lbuE <= lbuD;
			multE <= multD;
			multuE <= multuD;
			divE <= divD;
			divuE <= divuD;
			mfhiE <= mfhiD;
			mfloE <= mfloD;
			mthiE <= mthiD;
			mtloE <= mtloD;
			maddE <= maddD;
			MDtypeE <= MDtypeD;
			bgezalrE <= bgezalrD;
		end
	end
endmodule
[design/flow/run.sh]
#!/bin/bash
# OpenROAD 26Q1-2900-gdf79404cd8, Yosys 0.63+post, stock flow scripts
make -C /OpenROAD-flow-scripts/flow DESIGN_CONFIG=/design/flow/config.mk WORK_HOME=/design/flow/orfs finish
==> qor.csv <==
stage,metric,value,unit
global_routing,global-route wire length before repair,26190,µm
detailed_routing,initial DRC count,48,
die,core outline area,27780,µm²
synthesis,"FF+latch count, synth",179,
setup_path,"Max FO, Critical Path",1,
setup_path,"Largest delay share family, worst path",flip-flops,
setup_path,critical-path cell list,buf_6,
timing,Least-Margin Pin Slew,255.1,ps
cells_and_area,area grow syn2layout,67.30,%
timing,Rel. slew slack,82.99,%
detailed_routing,Pre-antenna DRT Iters,4,
cells_and_area,Storage cell area,3626,µm²
cells_and_area,fin area,9403,µm²
setup_path,end of the critical path,grfRD1E[9],
setup_path,Levels on crit path,1,
placed_design,placed cells,1110,
clock_tree,Root Driver,clkbuf_16,
cells_and_area,layout cells sized above 1,46.60,%
timing,Max Freq,913.1,MHz
synthesis,Yosys cell types,7,
setup_path,Worst Path Buf+Inv,1,
clock_tree,CTS tree,done,
synthesis,"area leader, netlist",dfxtp_1,
detailed_routing,WL final,17460,µm
clock_tree,postcts setup bufs,0,
die,Die Size,35340,µm²
die,chip width,188,µm
die,Initial Util,20.23,%
clock_tree,Clock transition at path regs,70,ps
cells_and_area,# fillers,2864,
placed_design,DP Area,9600,µm²
cells_and_area,post-layout util,33.85,%
timing,fin crit share,109.5,%
worst_hold_path,Hold WC Path Type,input port to flop,
setup_path,Worst setup SP type,flop,
timing,time the worst path needs with I/O delays and setup,1095,ps
setup_path,CP arrival,900,ps
setup_path,worst path required time,800,ps
detailed_routing,Residual DRC,0,
cells_and_area,"commonest cells after routing, fill and taps aside","clkdlybuf4s50_1 (179), buf_2 (171), dfxtp_1 (147), nor2b_4 (80), nor2b_1 (79)",
synthesis,Syn Inst Count,378,
outcome,outcome,"complete, but fails checks",
clock_tree,CTS HTree Levels,4,
pwr,Max VDD drop,0.0007229,V
clock_tree,clk buf depth,2,
die,site row count,61,
pwr,PwrDens,1732,nW/µm²
setup_path,Critical Path Slowest Stage Cell,dfxtp_4,
flow_run,Max Cap Viol,0,
clock_tree,Sink Count,179,
timing,Final setup viols,178,
global_routing,grt total ovfl,0,
setup_path,WS Path Type,flop to primary output,
synthesis,post-synthesis sequential area ratio,63.76,%
synthesis,Max-area cell share,63.76,%
timing,Final Hold Vio Count,0,
global_routing,largest net degree at the start of global routing,34,
setup_path,CP peak stage delay,370,ps
synthesis,chip area in the Yosys report,5620,µm²
global_routing,vias in the first global route,4239,
timing,Pins Over Slew Limit,0,
placed_design,HPWL Detailed,14060,µm
synthesis,Synth Area per Inst,14.87,µm²
timing,RSZ-0062 raised after global routing,yes,
flow_run,Tool Warnings,27,
synthesis,Post-Syn Area,5620,µm²
placed_design,IO Port Bufs,359,
die,total I/O pin count,360,
synthesis,"top cells by area, synth","dfxtp_1 (64%), nor2b_4 (20%), nor2b_1 (8.8%)",
detailed_routing,drt via density,3.389,
pwr,leakage,0.004286,µW
detailed_routing,diode count,0,
setup_path,Crit. Startpoint,grfRD1E[9],
placed_design,Placer Congestion,0.7838,
synthesis,cells in synth_stat.txt,378,
clock_tree,CTS Buf Count,17,
setup_path,CP endpoint kind,primary output,
pwr,Power Total,16290,µW
outcome,violated checks,negative setup slack,
synthesis,Synth warnings,1,
detailed_routing,via count,3870,
timing,final worst slack,-95.17,ps
global_routing,Tot GR Track Use,9.745,%
detailed_routing,Wirelength per Cell,15.29,µm
cells_and_area,fin cells,1142,
cells_and_area,logic area,1770,µm²
global_routing,initial antenna violation count,0,
die,y dimension of the die,188,µm
cells_and_area,highest-count logic cell in the final layout,clkdlybuf4s50_1,
detailed_routing,post-route ant nets,0,
-- final cells by class --
type / instances / area share [%]
multi-input combinational: 179 / 18.83
tap: 378 / 5.030
timing repair buffer: 374 / 31.14
sequential: 179 / 38.56
clock buffer: 23 / 5.083
clock inverter: 9 / 1.357
-- per-layer routing --
layer | GRT usage, % | vias to the layer above | part of all wire (%)
li1 | - | 1876 | -
met1 | 11.31 | 1736 | 39
met2 | 15.29 | 253 | 45
met3 | 6.427 | 5 | 15
met4 | 0.9231 | 0 | 0.77
met5 | 0 | - | 0
-- sequential cells by signal, summed over array words and instances (netlist names), 5 cells and up --
name and flops:
Imm32E 32, shamtE 5, grfRD1E 32, ALUOpE 5, RsE 5, RdE 5, grfRD2E 32, PCplus4E 32
RtE 5
-- timing repair --
item / 4_1_cts / 5_1_grt
cloned: 0 / 0
hold buffers: 0 / 0
endpoints found under the setup margin: 179 / 179
gates resized: 598 / 20
pin swaps: 0 / 0
hold endpoints to repair: 0 / 0
-- cell families (layout without fill, tap and decap cells) --
family                 count (synthesis)  after routing  share of synthesized area (%)
AND/OR/NAND/NOR                      179            179                          31.50
buffers and inverters                 20            406                          4.742
flip-flops                           179            179                          63.76
-- report_power, final --
group	internal (µW)	total (µW)	leakage, µW	switching, µW
Sequential	7520	7610	0.00150	85.0
Combinational	1280	1780	0.00248	497
Clock	4130	6900	0.000301	2770
Total	12900	16300	0.00429	3350
-- worst min path at each step --
stage | startpoint | to | cells past startpoint
final | reset | grfRD2E[8] | 2
after CTS | reset | grfRD2E[8] | 2
after global routing | reset | PCplus4E[11] | 2
-- cells in the mapped netlist (all sizes together) --
cell and count:
nor2b 179, dfxtp 179, buf 20
-- metrics by stage --
step	hold WS (ps)	setup TNS, ps	worst slack [ps]
after floorplan	328.2	0	212.6
after global placement	545.2	-430.7	-169.7
after detailed placement	549.6	-402.6	-148.4
after CTS	97.52	-10000	-136.9
after global routing	99.20	-13790	-149.5
final	104.9	-3701	-95.17
No activity file was given, so power comes from the tool's default toggle rates.
