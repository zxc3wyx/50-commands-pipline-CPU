[./run.sh]
#!/bin/bash
# OpenROAD 26Q1-2900-gdf79404cd8, Yosys 0.63+post, stock flow scripts
make -C /OpenROAD-flow-scripts/flow DESIGN_CONFIG=/design/flow/config.mk WORK_HOME=/design/flow/orfs finish
[./design.v]
`timescale 1ns / 1ps
module ALU(
    input [31:0] A,
    input [31:0] B,
	 input [4:0] shamt,
    input [4:0] ALUOp,
	 input [31:0] hi,
	 input [31:0] lo,
    output [31:0] ALUresult
    );
		wire [31:0]temp;
		assign temp = (A[31]) ? 0 :
						  (A[30]) ? 1 :
						  (A[29]) ? 2 : 
						  (A[28]) ? 3 :
						  (A[27]) ? 4 :
						  (A[26]) ? 5 : 
						  (A[25]) ? 6 :
						  (A[24]) ? 7 :
						  (A[23]) ? 8 : 
						  (A[22]) ? 9 :
						  (A[21]) ? 10 :
						  (A[20]) ? 11 : 
						  (A[19]) ? 12 :
						  (A[18]) ? 13 :
						  (A[17]) ? 14 : 
						  (A[16]) ? 15 :
						  (A[15]) ? 16 :
						  (A[14]) ? 17 :
						  (A[13]) ? 18 : 
						  (A[12]) ? 19 :
						  (A[11]) ? 20 :
						  (A[10]) ? 21 : 
						  (A[9]) ? 22 :
						  (A[8]) ? 23 :
						  (A[7]) ? 24 : 
						  (A[6]) ? 25 :
						  (A[5]) ? 26 :
						  (A[4]) ? 27 : 
						  (A[3]) ? 28 :
						  (A[2]) ? 29 :
						  (A[1]) ? 30 :
						  (A[0]) ? 31 : 32;
		assign ALUresult = (ALUOp == 5'b00000) ? (A + B) :
								 (ALUOp == 5'b00001) ? (A - B) :
								 (ALUOp == 5'b00010) ? (A | B) :			 
								 (ALUOp == 5'b00011) ? ((A == B) ? 1 : 0) :
								 (ALUOp == 5'b00100) ? (B << 16) : 						 
								 (ALUOp == 5'b00101) ? (A & B) :        
								 (ALUOp == 5'b00110) ? (A ^ B) :      
								 (ALUOp == 5'b00111) ? ~(A | B) :     
								 (ALUOp == 5'b01000) ? B << shamt :   
								 (ALUOp == 5'b01001) ? B >> shamt :   
								 (ALUOp == 5'b01010) ? $signed($signed(B) >>> shamt) :       
								 (ALUOp == 5'b01011) ? B << A[4:0] :		  
								 (ALUOp == 5'b01100) ? B >> A[4:0] :		  
								 (ALUOp == 5'b01101) ? $signed($signed(B) >>> A[4:0]) :				 
								 (ALUOp == 5'b01110) ? ((A < B) ? 1 : 0) :						 
								 (ALUOp == 5'b01111) ? ($signed(A) < $signed(B) ? 1 : 0) :   
								 (ALUOp == 5'b10000) ? hi :			 
								 (ALUOp == 5'b10001) ? lo :			 
								 (ALUOp == 5'b10010) ? temp :
								 0;
endmodule
[./constraint.sdc]
current_design ALU

set clk_period 13.0
set clk_io_pct 0.2

create_clock -name clk0 -period $clk_period

set non_clock_inputs [all_inputs -no_clocks]
set_input_delay [expr $clk_period * $clk_io_pct] -clock clk0 $non_clock_inputs
set_output_delay [expr $clk_period * $clk_io_pct] -clock clk0 [all_outputs]
[./config.mk]
export PLATFORM = sky130hd
export DESIGN_NAME = ALU
export DESIGN_NICKNAME = ALU
export VERILOG_FILES = /design/flow/design.v
export SDC_FILE = /design/flow/constraint.sdc
export NUM_CORES = 4
export LEC_CHECK = 1
export CORE_UTILIZATION = 50
==> Changelog: implementation <==
## Implementation

* Seq share, synth at 0%
* Stage delay of the slowest cell on the critical path at 1.12 ns
* Required arrival time at the worst endpoint at 10.40 ns
* Final cell count without fillers at 2,517
* Die Wd at 164 µm
* Hold-fix buffers, CTS at 0
* Pre-antenna DRT Iters at 11
* Final-report hold violation count at 0
* Reported max-cap violation count at 0
* Final-layout setup total negative slack at 0 ns
* Fraction of final layout cells with drive strength greater than 1 at 7.42%
* Post-cts resize count at 0
* Kind of launch point of the worst setup path: input pin
* Average footprint of a synthesized cell at 6.23 µm²
* Residual DRC at 0
* Global-route wire length before repair at 113 mm
* Placed wire-length estimate after detailed placement at 61.2 mm
* Relative max-transition margin at 4.56%
* Die height at 164 µm
* Final min period at 11.17 ns
* Vias in the first global route at 16,800
* Crit path capture type: primary output
* Arrival time at the worst endpoint at 8.57 ns
* Maximum frequency from static timing analysis at 89.5 MHz
* Sw Share at 64.0%
* Count of fill cells added during filler insertion at 2,450
* Register Area at 0 µm²
* Final Routed Wirelength at 80.1 mm
* Clock buffers at 0
* Wire length per cell after detailed routing at 31.8 µm
* P_int at 0.258 mW
* Post-route ant nets at 0
* Maximum number of pins on one net before global-route repair at 59
* Final global-route overflow total at 0
* Count of final max-slew check failures at 0
* Power density cells at 47.1 nW/µm²
* Result of the run: complete, no violations
* Highest fanout seen on the critical path at 20
* Final setup vio count at 0
* Via count of the routed design at 19,200
* Count of buffers inserted at the top-level ports at 170
* Placeable Area at 25,500 µm²
* Unique cell type count in the Yosys netlist at 88
* Worst Max-Slew Pin Slew at 1.42 ns
* Standby leakage power at 6.10 nW
* Kind of critical path: in2out
* Unrepaired setup endpoints after global routing: no
* Number of warnings reported in the yosys synthesis log at 0
* Synth Instances at 2,111
* Total die area at 26,900 µm²
* Chip area line of the yosys report at 13,100 µm²
* Post-route clock period utilization at 85.9%
* Placed insts at 2,513
* Number of warning messages in the logs at 97
* Worst hold path class: in2out
* Top-Level Pins at 170
* Avg Vias per Cell at 7.61
* Crit-path cells: clkdlybuf4s50_1, nor3b_2, buf_4, nand2_1, a311oi_1, mux2i_1, mux2i_1, o21ai_0, a211oi_1, a2bb2oi_1, o21ai_1, nor2_1, or3_1, clkdlybuf4s50_1
* Number of antenna violations at the first check in global routing at 5
* Effective utilization at floorplan at 51.6%
* Worst path slowest cell: a311oi_1
* Area growth from synthesis to final layout at 15.7%
* Post-CTS repair timing setup buffer count at 0
* Area of the multi-input gates at 12,100 µm²
* Origin of the worst min-delay path: ALUOp[0]
* Number of buffer and inverter stages on the critical path at 3
* Post-synthesis cell count from yosys at 2,111
* Placer Congestion at 1.20
* Family of cells with the greatest summed delay on the critical path: AND-OR/OR-AND gates
* Flops at 0
* Total global routing track utilization at 59.0%
* Timing startpoint of the critical path: ALUOp[3]
* Worst-case vdd ir drop at 43.3 µV
* Switch Pwr at 0.458 mW
* Placement row count at 58
* Initial drt markers at 3,507
* Area of the mapped netlist at 13,100 µm²
-- logic make-up (layout without fill, tap and decap cells) --
kind of cell | Yosys count | in the layout | synth area share, %
adders and majority gates | 98 | 98 | 9.44
buffers and inverters | 281 | 353 | 8.67
and+or+nand+nor | 697 | 697 | 24.6
xor gates and xnor gates | 23 | 23 | 1.53
muxes | 151 | 151 | 12.9
AOI/OAI and AO/OA | 861 | 861 | 42.9
other | 0 | 4 | 0
-- final timing paths --
| path | slack [ns] | depth (start not counted) | end |
|---|---|---|---|
| max | 1.83 | 14 | ALUresult[23] |
| min | 6.37 | 4 | ALUresult[6] |
-- cell type report --
type | instances | share of cell area (%)
Antenna cell | 4 | 0.0658
Timing Repair Buffer | 262 | 15.7
Tap cell | 330 | 2.72
Inverter | 91 | 2.25
Multi-Input combinational cell | 1830 | 79.3
-- per-layer routing --
layer	GRT usage, %	wire [µm]	up-vias
met5	6.44	322	-
met4	39.9	7600	14
met3	29.7	14600	499
met2	76.4	29000	1984
met1	74.5	28600	8512
li1	-	-	8155
-- layout by cell type (no fill, tap or decap), types with 14 or more instances in the layout --
cell	count
o221ai_1	21
a31oi_1	39
nand3_1	75
nand2_1	208
and2_1	15
or3_1	22
nor3_1	79
o211ai_1	55
a22oi_1	23
a21o_1	22
a21oi_1	228
o22ai_1	29
nand2b_1	21
nor2_1	185
a211oi_1	71
o31ai_1	20
ha_1	96
clkdlybuf4s50_1	169
mux2i_1	121
and3_1	15
buf_4	93
inv_1	90
xnor2_1	20
a221oi_1	31
o21ai_0	172
a311oi_1	14
mux2_2	17
-- stage by stage --
step / hold slack, ns / worst slack, ns / total power, mW / utilization, % / instance area [µm²]
5_1_grt: 6.42 / 1.79 / 0.738 / 59.7 / 15200
6_report: 6.37 / 1.83 / 0.717 / 59.7 / 15200
3_3_place_gp: 6.30 / 2.49 / 0.664 / 59.7 / 15200
2_1_floorplan: 5.39 / 4.70 / 0.396 / - / 13100
4_1_cts: 6.31 / 2.42 / 0.668 / 59.7 / 15200
3_5_place_dp: 6.31 / 2.44 / 0.664 / 59.7 / 15200
-- synthesized netlist by cell type (all sizes together), types with 6 or more instances --
cell,n,share of area [%]
nor3b,7,0.48
a211oi,73,4.2
ha,96,9.1
nor2b,8,0.38
nand2b,21,1.0
and3,15,0.71
o211ai,55,3.1
mux2,17,1.5
or3,22,1.0
a31oi,39,1.9
and2,15,0.71
a211o,6,0.40
a22oi,23,1.3
o31ai,20,1.1
clkbuf,128,3.7
nor3,81,3.1
o311ai,14,0.93
mux2i,121,9.2
a21o,22,1.3
a221oi,32,2.2
o21a,12,0.69
a21oi,234,9.0
nor2,191,5.5
o221ai,21,1.4
nor4,12,0.57
a311oi,14,0.93
nand3,75,2.9
or2,11,0.52
o21bai,8,0.46
o22ai,29,1.4
xnor2,20,1.3
mux4,13,2.2
a2111oi,8,0.55
nand2,209,6.0
inv,90,2.6
buf,62,2.4
nand4,13,0.62
a221o,8,0.61
o21ai,179,6.9
o2111ai,7,0.47
a21boi,7,0.40
-- tightest hold or removal path, cell delays in order --
cell and delay (ns):
buf_4 0.30, a211oi_1 0.32, a21oi_1 0.09, clkdlybuf4s50_1 0.40
Power figures rest on the tool's default switching activity, not on a simulated workload.
