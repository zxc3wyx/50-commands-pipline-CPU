--- run.sh ---
#!/bin/bash
# OpenROAD 26Q1-2900-gdf79404cd8, Yosys 0.63+post, stock flow scripts
make -C /OpenROAD-flow-scripts/flow DESIGN_CONFIG=/design/flow/config.mk WORK_HOME=/design/flow/orfs finish
--- config.mk ---
export PLATFORM = sky130hd
export DESIGN_NAME = Hazard_Unit
export DESIGN_NICKNAME = Hazard_Unit
export VERILOG_FILES = /design/flow/design.v
export SDC_FILE = /design/flow/constraint.sdc
export NUM_CORES = 4
export LEC_CHECK = 1
export CORE_AREA = 10 10 95 95
export DIE_AREA = 0 0 105 105
--- constraint.sdc ---
current_design Hazard_Unit

set clk_period 2.7
set clk_io_pct 0.2

create_clock -name clk0 -period $clk_period

set non_clock_inputs [all_inputs -no_clocks]
set_input_delay [expr $clk_period * $clk_io_pct] -clock clk0 $non_clock_inputs
set_output_delay [expr $clk_period * $clk_io_pct] -clock clk0 [all_outputs]
--- design.v ---
`timescale 1ns / 1ps
module Hazard_Unit(
    input [4:0] RsE,
    input [4:0] RtE,
    input [4:0] WriteRegE,
    input [4:0] WriteRegM,
    input [4:0] WriteRegW,
    input RegWriteE,
    input RegWriteM,
    input RegWriteW,
	 input MemtoRegE,
	 input MemtoRegM,
    input beqD,
	 input jalE,
	 input jalM,
	 input jalrE,
	 input jalrM,
	 input jrD,
	 input jalrD,
	 input bgezalrD,
	 input bgezalrE,
	 input bgezalrM,
	 input MemWriteD,
	 input [4:0] RsD,
	 input [4:0] RtD,
	 input Busy,
	 input start,
	 input MDtype,
    output StallF,
    output StallD,
	 output FlushE,
    output [1:0]ForwardAD,
    output [1:0]ForwardBD,
    output [1:0] ForwardAE,
    output [1:0] ForwardBE
    );
		wire lwstall, branchstall, jalstall, jalrstall, muldivstall, bgezalrstall;
		assign ForwardAE = (RsE && (RsE == WriteRegM && RegWriteM)) ? 2'b10 :         
								 (RsE && (RsE == WriteRegW && RegWriteW)) ? 2'b01 :         
								 0;
		assign ForwardBE = (RtE && (RtE == WriteRegM && RegWriteM)) ? 2'b10 :         
								 (RtE && (RtE == WriteRegW && RegWriteW)) ? 2'b01 :         
								 0;
		assign ForwardAD = (jalM && RsD == 31) ? 2'b11 :                              
								 (RsD && (RsD == WriteRegM && RegWriteM)) ? 2'b10 :		   
								 (RsD && (RsD == WriteRegW && RegWriteW)) ? 2'b01 :		   
								 0;
		assign ForwardBD = (jalM && RtD == 31) ? 2'b11 :                              
								 (RtD && (RtD == WriteRegM && RegWriteM)) ? 2'b10 :		   
								 (RtD && (RtD == WriteRegW && RegWriteW)) ? 2'b01 :		   
								 0;
		assign lwstall = MemtoRegE && (RsD == RtE || RtD == RtE) && RtE;
		assign branchstall = (beqD && ((RsD == WriteRegE) || (RtD == WriteRegE)) && WriteRegE && RegWriteE)
									||(beqD && ((RsD == WriteRegM) || (RtD == WriteRegM)) && MemtoRegM && WriteRegM);
		assign jalstall = jalE && (RsD == 31 || RtD == 31);
		assign jrstall = (jrD && (RegWriteE && WriteRegE == RsD) && RsD)
							  ||(jrD && (MemtoRegM && WriteRegM == RsD) && RsD);
		assign jalrstall = (jalrM && (RsD == WriteRegM || RtD == WriteRegM))
								||(jalrE && (RsD == WriteRegE || RtD == WriteRegE))
								||(jalrD && (RegWriteE && WriteRegE == RsD) && RsD)
							  ||(jalrD && (MemtoRegM && WriteRegM == RsD) && RsD)
							  ||(jalrD && jalM && RsD == 31);
		assign bgezalrstall = (bgezalrM && (RsD == WriteRegM || RtD == WriteRegM))
								||(bgezalrE && (RsD == WriteRegE || RtD == WriteRegE))
								||(bgezalrD && (RegWriteE && WriteRegE == RtD) && RtD)
							  ||(bgezalrD && (MemtoRegM && WriteRegM == RtD) && RtD)
							  ||(bgezalrD && jalM && RtD == 31);
		assign muldivstall = (Busy||start) && MDtype;
		assign StallF = lwstall || branchstall || jalstall || jrstall || jalrstall || muldivstall || bgezalrstall;
		assign StallD = lwstall || branchstall || jalstall || jrstall || jalrstall || muldivstall || bgezalrstall;
		assign FlushE = lwstall || branchstall || jalstall || jrstall || jalrstall || muldivstall || bgezalrstall;
endmodule
==> Changelog: implementation <==
## Implementation

* Critical path data required time at 2.16 ns
* Synth area leaders: xnor2_1, xor2_1, clkbuf_1, nand4_1, nand2_1
* Mux share at 0%
* Place WS at -0.711 ns
* Min Tclk post-route at ~2.7 ns
* Crit path largest cell delay at approximately 0.42 ns
* Mapped Area at approximately 1100 sq um
* Final WL at approximately 4.7 mm
* # fillers at roughly 730
* CP max-delay cell: a2111o_1
* # Cells Yosys at 151
* IO Count at between 60 and 70
* Yosys aoi share at 14.2%
* Tool warnings at 35
* Post-synthesis cell type count at 27
* Max cap viols at 0
* Die height at 105 um
* FMAX at ~0.37 GHz
* Global route total overflow at 0
* Type of the worst setup path: primary input to output pin
* Width of the die at 105 um
* Pwr Total at 0.313 mW
* Synth area leader: xnor2_1
* Worst VDD drop at just over 0.06 mV
* Post-route ant nets at 0
* Critical path peak fanout at 3
* PwrDens at between 100 and 150 nW/um^2
* First-pass GRT wire length at 7.65 mm
* Placed cells at about 340
* Fin area at around 2200 sq um
* Mapped Cells at approximately 150
* Yosys xor share at around half
* Avg Cell Area, Syn at 6.99 sq um
* Yosys simple share at between 20% and 30%
* IO buf count at approximately 64
* RSZ-0062 raised after global routing: true
* Arr. time, crit path at between 2 and 2.5 ns
* Final Hold Viols at 0
* Area growth from synthesis to layout at 111%
* CLK BUF at 0
* Final HPWL DP at 4.13 mm
* Die area at between 10,000 and 15,000 sq um
* Initial antenna violation count at 0
* Crit start category: primary input
* Top-area cell share at roughly a third
* Vias per cell at around 4.0
* Slew Viols, Final at 0
* Post-route worst setup slack at -0.0371 ns
* Flops at 0
* DP Area at slightly above 2000 sq um
* Site row count at 30
* Period utilization at 101%
* CP endpoint kind: output pin
* Number of global-route vias before repair at around 1.5k
* Fa+ha+maj area frac at 0%
* Hold/Removal Path Class: primary input to output pin
* Layout cells sized above 1 at slightly above 40%
* Flop area at 0 sq um
* Finish-stage setup viols at 3
* Yosys warns at 1
* Largest net degree at the start of global routing at 6
* DRT iter0 DRCs at 41
* Vias after detailed routing at between 1k and 1.5k
* Outcome: finished with violations
* 1st-pass router iterations at 5
* Antenna fix cells at 0
* WL/cell at 13.8 um
* Dominant comb cell: XOR/XNOR gates
* Synthesis area per yosys at 1050 sq um
* Leak at between 0.9 and 1 nW
* Relative slew slack at about four fifths
* GP Congestion at approximately 0.9
* Gr usage total at 8.23%
* Post-synthesis sequential area ratio at 0%
* Non-filler cells in the finished layout at 341
* Cell Chain, Critical Path: buf_6, or3_4, o311a_4, o32ai_2, o211ai_1, a2111o_1, buf_2
* FP Core Util at 15.3%
* Core Footprint at a little under 7000 sq um
* Worst slew pin tran at about 0.31 ns
* DRC viols at 0
* Failing checks: negative setup slack
per-layer routing:
metal  GRT usage, %  routed length (um)
met4              0                   0
met1           11.2                2260
met2           13.8                2180
met5              0                   0
met3           1.74                 269
report_power, final:
group | internal (mW) | switching (mW)
combinational | 0.184 | 0.129
clock | 0 | 0
sequential | 0 | 0
critical path, delay by kind of cell:
kind | cells | cell delay, ns
compound gates | 4 | 1.06
simple gates | 1 | 0.38
buf+inv | 2 | 0.22
cell usage after synthesis:
cell / instances
xnor2_1: 39
or3_1: 2
a31o_2: 1
clkbuf_1: 13
o21ai_0: 5
o211ai_1: 1
and3_1: 1
o311a_1: 2
a21bo_2: 1
nor2_1: 5
buf_6: 2
a31oi_1: 3
o32ai_2: 2
nand3_1: 6
buf_4: 2
or4_1: 4
a22o_1: 1
nor4_1: 6
a2111o_1: 1
inv_1: 1
nor3b_1: 1
nor3_1: 6
xor2_1: 21
buf_2: 7
nand4_1: 7
nand2_1: 10
a22oi_1: 1
cell families (layout without fill, tap and decap cells):
logic type,Yosys count,in the layout
AOI/OAI and AO/OA,18,18
xor gates and xnor gates,60,60
buffers and inverters,25,119
and+or+nand+nor,48,48
placed cells by master (no fill, tap or decap), types with 2 or more instances in the layout:
master | Yosys | final
a31oi_1 | 3 | 3
buf_2 | 7 | 9
buf_4 | 2 | 44
buf_6 | 2 | 13
clkbuf_2 | 0 | 2
clkdlybuf4s15_1 | 0 | 2
clkdlybuf4s15_2 | 0 | 4
clkdlybuf4s50_1 | 0 | 20
dlygate4sd2_1 | 0 | 22
dlymetal6s2s_1 | 0 | 2
nand2_1 | 10 | 10
nand3_1 | 6 | 6
nand4_1 | 7 | 7
nor2_1 | 5 | 2
nor2_4 | 0 | 3
nor3_1 | 6 | 4
nor3_2 | 0 | 2
nor4_1 | 6 | 2
nor4_2 | 0 | 3
o21ai_1 | 0 | 2
o21ai_2 | 0 | 2
o32ai_2 | 2 | 2
or4_4 | 0 | 4
xnor2_1 | 39 | 32
xnor2_2 | 0 | 7
xor2_1 | 21 | 21
worst paths after layout:
check / start / slack [ns] / to / cells past startpoint
worst min-delay path: RtD[2] / 1.65 / ForwardBD[1] / 6
worst max-delay path: WriteRegM[0] / -0.04 / FlushE / 7
what timing repair did:
action	4_1_cts	5_1_grt
hold endpoints to repair	0	0
endpoints found under the setup margin	11	10
buffers inserted	4	1
hold buffers	0	0
pin swaps	26	17
gates resized	118	19
final cells by class:
cell class         count  area (sq um)  area share, %
multi-input cells    126          1090           48.8
inverters              1          3.75          0.169
well taps             96           120           5.40
repair buffers       118          1010           45.6
stage by stage:
stage | hold slack [ns] | setup TNS [ns] | utilization (%)
3_3_place_gp | 2.09 | -5.14 | 29.9
6_report | 1.65 | -0.109 | 32.2
5_1_grt | 1.71 | -0.302 | 32.2
4_1_cts | 1.81 | -0.148 | 31.1
2_1_floorplan | 1.14 | 0 | -
3_5_place_dp | 2.08 | -5.03 | 29.9
Power and IR drop assume default switching activity.
